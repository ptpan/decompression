==> /design/flow/design.v <==
module decompressor(
    input [31:0] decomp_in,
    input [1:0]  bitmap,
    output reg [31:0] result
);
wire [7:0] in_8;
wire [15:0] in_16;
wire [31:0] result_8;
wire [31:0] result_16;
assign in_8 = decomp_in[7:0];
assign in_16 = decomp_in[15:0];
decompressor_8 d8_inst(in_8,result_8);
decompressor_16 d16_inst(in_16,result_16);
always@(*)begin
    case(bitmap)
        2'b00: result <= 0;
        2'b01: result <= result_8;
        2'b10: result <= result_16;
        2'b11: result <= decomp_in;
    endcase
end
endmodule
module decompressor_16(
    input [15:0] data_in,
    output [31:0] data_out
    );
reg [5:0] total_sum;
wire [7:0] exp;
wire [22:0] mantissa;
always@ (*) begin
    casez(data_in[14:0])
        15'b1??_????_????_???? : total_sum = 1;
        15'b01?_????_????_???? : total_sum = 2;
        15'b001_????_????_???? : total_sum = 3;
        15'b000_1???_????_???? : total_sum = 4;
        15'b000_01??_????_???? : total_sum = 5;
        15'b000_001?_????_???? : total_sum = 6;
        15'b000_0001_????_???? : total_sum = 7;
        15'b000_0000_1???_???? : total_sum = 8;
        15'b000_0000_01??_???? : total_sum = 9;        
        15'b000_0000_001?_???? : total_sum = 10;
        15'b000_0000_0001_???? : total_sum = 11;
        15'b000_0000_0000_1??? : total_sum = 12;
        15'b000_0000_0000_01?? : total_sum = 13;                                
        15'b000_0000_0000_001? : total_sum = 14;
        15'b000_0000_0000_0001 : total_sum = 15;
        default : total_sum = 0;                
    endcase                
end
assign exp = 127 - total_sum;
assign mantissa = {data_in[14:0] << total_sum, 8'b0};
assign data_out = {data_in[15], exp, mantissa};
endmodule
module decompressor_8(
    input [7:0] data_in,
    output [31:0] data_out
    );
reg [5:0] total_sum;
wire [7:0] exp;
wire [22:0] mantissa;
always@ (*) begin
    casez(data_in[6:0])
        7'b1??_???? : total_sum = 1;
        7'b01?_???? : total_sum = 2;
        7'b001_???? : total_sum = 3;
        7'b000_1??? : total_sum = 4;
        7'b000_01?? : total_sum = 5;
        7'b000_001? : total_sum = 6;
        7'b000_0001 : total_sum = 7;
        default : total_sum = 0;                
    endcase                
end
assign exp = 127 - total_sum;
assign mantissa = {data_in[6:0] << total_sum, 16'b0};
assign data_out = {data_in[7], exp, mantissa};
endmodule
module frontend_top(
    input          aclk,
    input          aresetn,
    input [255:0]  axis_tdata,
    input [31 :0]  axis_tkeep,
    input          axis_tvalid,
    input          axis_tlast,
    output   reg   axis_tready,
    output    reg      start,
    input              finish,
    output reg [15:0]  length_be,
    output reg [5  :0] bram_addra,
    output reg [255:0] bram_dina,
    output reg need_decomp_reg
);
parameter IDLE =            11'd1 ;
parameter WRITE_BRAM  =     11'd2 ;
parameter WAIT_BE =         11'd4 ;
parameter WRITE_HEADER =    11'd8 ;
parameter CONCAT =          11'd16 ;
parameter OFFSET1 =         11'd32 ;
parameter OFFSET2 =         11'd64 ;
parameter OFFSET3 =         11'd128 ;
parameter DECOMP =          11'd256 ;
parameter WRITE_DECOMP =    11'd512 ;
parameter SPECIAL_CASE =    11'd1024 ;
reg [10:0]  state;
wire [15:0] length;
wire [5:0] length_burst;
wire [15:0] eth_type;
wire [7:0] ip_protocol;
wire [7:0] ToS;
wire  arp_length;
wire need_decomp;
assign eth_type = axis_tdata[111:96];
assign ip_protocol = axis_tdata[191:184];
assign arp_length = axis_tdata[168];
assign length = (eth_type == 16'h0008) ? ({axis_tdata[135:128],axis_tdata[143:136]} + 16'd14) : ((arp_length == 1)? 16'd60 : 16'd42);
assign length_burst = length[10:5];
assign ToS = axis_tdata[127:120];
assign need_decomp = (eth_type == 16'h0008 ) && (ip_protocol == 8'h06) && (ToS != 0) && (length == 16'd1514);
reg [15:0] length_reg;
reg [5:0]  length_burst_reg;
reg [255:0] concat_1;
wire [255:0] concat_2;
assign concat_2 = axis_tdata;
reg [15:0] bitmap_in;
reg [9:0]  cursor;
wire [9:0] offset_reg0;
wire [9:0] offset_reg1;
wire [9:0] offset_reg2;
wire [9:0] offset_reg3;
wire [9:0] offset_reg4;
wire [9:0] offset_reg5;
wire [9:0] offset_reg6;
wire [9:0] offset_reg7;
reg [9:0] real_offset0;
reg [9:0] real_offset1;
reg [9:0] real_offset2;
reg [9:0] real_offset3;
reg [9:0] real_offset4;
reg [9:0] real_offset5;
reg [9:0] real_offset6;
reg [9:0] real_offset7;
reg [9:0] real_offset_cursor;
new_bt bt_inst(
    .aclk(aclk),
    .bitmap(bitmap_in),
    .length_0(offset_reg0),
    .length_1(offset_reg1),
    .length_2(offset_reg2),
    .length_3(offset_reg3),
    .length_4(offset_reg4),
    .length_5(offset_reg5),
    .length_6(offset_reg6),
    .length_7(offset_reg7)
);
reg [31:0] decomp_in0;
reg [31:0] decomp_in1;
reg [31:0] decomp_in2;
reg [31:0] decomp_in3;
reg [31:0] decomp_in4;
reg [31:0] decomp_in5;
reg [31:0] decomp_in6;
reg [31:0] decomp_in7;
wire [31:0] decomp_result_0;
wire [31:0] decomp_result_1;
wire [31:0] decomp_result_2;
wire [31:0] decomp_result_3;
wire [31:0] decomp_result_4;
wire [31:0] decomp_result_5;
wire [31:0] decomp_result_6;
wire [31:0] decomp_result_7;
wire [255:0] decomp_result;
assign decomp_result = {decomp_result_7,decomp_result_6,decomp_result_5,decomp_result_4,decomp_result_3,decomp_result_2,decomp_result_1,decomp_result_0};
decompressor decomp_0(decomp_in0, bitmap_in[1:0],decomp_result_0);
decompressor decomp_1(decomp_in1, bitmap_in[3:2],decomp_result_1);
decompressor decomp_2(decomp_in2, bitmap_in[5:4],decomp_result_2);
decompressor decomp_3(decomp_in3, bitmap_in[7:6],decomp_result_3);
decompressor decomp_4(decomp_in4, bitmap_in[9:8],decomp_result_4);
decompressor decomp_5(decomp_in5, bitmap_in[11:10],decomp_result_5);
decompressor decomp_6(decomp_in6, bitmap_in[13:12],decomp_result_6);
decompressor decomp_7(decomp_in7, bitmap_in[15:14],decomp_result_7);
wire [511:0] concat;
assign concat = {concat_2,concat_1};
reg [255:0] write_1;
reg write_1_ready;
reg special_case;
always@(posedge aclk)begin
    if(aresetn == 0)begin
        state <= IDLE;
        axis_tready <= 1;
        start <= 0;
        length_reg <= 0;
        length_burst_reg <= 0;
        bram_addra <= 0;
        bram_dina <= 0;
        length_be <= 0;
        cursor <= 0;
        write_1_ready <= 0;
        write_1 <= 0;
        concat_1 <= 0;
        bitmap_in <= 0;
        decomp_in0 <= 0 ;
        decomp_in1 <= 0 ;
        decomp_in2 <= 0 ;
        decomp_in3 <= 0 ;
        decomp_in4 <= 0 ;
        decomp_in5 <= 0 ;
        decomp_in6 <= 0 ;
        decomp_in7 <= 0 ;
        special_case <= 0;
        real_offset0 <= 0;
        real_offset1 <= 0;
        real_offset2 <= 0;
        real_offset3 <= 0;
        real_offset4 <= 0;
        real_offset5 <= 0;
        real_offset6 <= 0;
        real_offset7 <= 0;
        real_offset_cursor <= 0;
        need_decomp_reg <= 0;
    end 
    else begin
        case(state)
            IDLE: begin  
                bram_addra <= 0;
                bram_dina <= axis_tdata;
                axis_tready <= 1;
                need_decomp_reg <= need_decomp;
                if(axis_tvalid == 1)begin
                    length_reg <= length;
                    length_burst_reg <= length_burst;
                    if(need_decomp == 1)begin
                        state <= WRITE_HEADER;
                    end
                    else begin
                        state <= WRITE_BRAM;
                    end
                end
                else begin
                    length_reg <= 0;
                    length_burst_reg <= 0;
                    state <= IDLE;
                end
            end
            WRITE_BRAM: begin   
                if(axis_tlast == 1)begin
                    state <= IDLE;
                end
                else begin
                    state <= WRITE_BRAM;
                end
            end
            WAIT_BE: begin   
                start <= 0;
                bram_addra <= 6'b111111;
                if(finish == 1)begin
                    state <= IDLE;
                    axis_tready <= 1;
                end
                else begin
                    state <= WAIT_BE;
                    axis_tready <= 0;
                end
            end
            WRITE_HEADER: begin   
                bram_addra <= bram_addra +1;
                if(bram_addra < 3)begin
                    axis_tready <= 1;
                    bram_dina <= axis_tdata;
                    state <= WRITE_HEADER;
                end
                else begin
                    write_1_ready <= 0;
                    cursor <= 0;
                    axis_tready <= 0;
                    concat_1 <= axis_tdata;
                    bram_dina <= bram_dina;
                    state <= CONCAT;
                end
            end
            CONCAT: begin   
                axis_tready <= 0;
                if(special_case == 1)begin
                    bitmap_in <= 16'hffff;
                    special_case <= 0;
                end
                else begin
                    bitmap_in <= concat >> cursor;
                end
                state <= OFFSET1;
            end
            OFFSET1: begin   
                state <= OFFSET2;
            end
            OFFSET2:begin   
                real_offset0 <= (cursor + 16 );
                real_offset1 <= (cursor + 16 + offset_reg0);
                real_offset2 <= (cursor + 16 + offset_reg1);
                real_offset3 <= (cursor + 16 + offset_reg2);
                real_offset4 <= (cursor + 16 + offset_reg3);
                real_offset5 <= (cursor + 16 + offset_reg4);
                real_offset6 <= (cursor + 16 + offset_reg5);
                real_offset7 <= (cursor + 16 + offset_reg6);
                real_offset_cursor <= 16 + offset_reg7;
                state <= OFFSET3;
            end
            OFFSET3: begin   
                decomp_in0 <= concat >> real_offset0; 
                decomp_in1 <= concat >> real_offset1;
                decomp_in2 <= concat >> real_offset2;
                decomp_in3 <= concat >> real_offset3;
                decomp_in4 <= concat >> real_offset4;
                decomp_in5 <= concat >> real_offset5;
                decomp_in6 <= concat >> real_offset6;
                decomp_in7 <= concat >> real_offset7;
                cursor <= cursor + real_offset_cursor; 
                state <= DECOMP;
            end
            DECOMP: begin   
                if(write_1_ready == 0)begin
                    write_1 <= decomp_result; 
                    write_1_ready <= 1;
                    if(cursor >= 256)begin
                        cursor <= cursor - 256;
                        axis_tready <= 1;
                        concat_1 <= axis_tdata;
                        if(cursor >= 496)begin
                            state <= SPECIAL_CASE;
                        end
                        else begin
                            state <= CONCAT;
                        end
                    end
                    else if(cursor == 248 && concat[263:248] == 16'hffff)begin
                        special_case <= 1;
                        concat_1 <= axis_tdata;
                        state <= CONCAT;
                        axis_tready <= 1;
                        cursor <= -10'd8;
                    end
                    else begin
                        state <= CONCAT;
                    end
                end
                else begin
                    bram_dina <= {decomp_result[175:0],write_1[255:176]};
                    write_1 <= decomp_result; 
                    state <= WRITE_DECOMP;
                end
            end
            WRITE_DECOMP: begin   
                bram_addra <= bram_addra + 1;
                if(bram_addra < 46 )begin
                    if(cursor >= 256)begin
                        cursor <= cursor - 256;
                        axis_tready <= 1;
                        concat_1 <= axis_tdata;
                        if(cursor >= 496)begin
                            state <= SPECIAL_CASE;
                        end
                        else begin
                            state <= CONCAT;
                        end
                    end
                    else if(cursor == 248 && concat[263:248] == 16'hffff)begin
                        special_case <= 1;
                        concat_1 <= axis_tdata;
                        state <= CONCAT;
                        axis_tready <= 1;
                        cursor <= -10'd8;
                    end
                    else begin
                        state <= CONCAT;
                    end
                end
                else if(bram_addra == 46)begin
                    bram_dina <= {176'h0,write_1[255:176]};
                    state <= WRITE_DECOMP;
                end
                else begin
                    length_be <= 16'h05ea;
                    start <= 1;
                    state <= WAIT_BE;
                    if(cursor > 257)begin
                        axis_tready <= 1;
                    end
                end
            end
            SPECIAL_CASE: begin   
                axis_tready <= 0;
                state <= CONCAT;
            end
            default: begin
                state <= IDLE;
            end
        endcase
    end
end
endmodule
module new_bt(
    input aclk,
    input      [15:0] bitmap,
    output  reg   [9:0] length_0 , 
    output  reg   [9:0] length_1 , 
    output  reg   [9:0] length_2 , 
    output  reg   [9:0] length_3 , 
    output  reg   [9:0] length_4 , 
    output  reg   [9:0] length_5 , 
    output  reg   [9:0] length_6 , 
    output  reg   [9:0] length_7  
);
reg [9:0] offset0 ;
reg [9:0] offset1 ;
reg [9:0] offset2 ;
reg [9:0] offset3 ;
reg [9:0] offset4 ;
reg [9:0] offset5 ;
reg [9:0] offset6 ;
reg [9:0] offset7 ;
wire [9:0] tmp0;
wire [9:0] tmp1;
wire [9:0] tmp2;
wire [9:0] tmp3;
assign tmp0 = offset0 + offset1;
assign tmp1 = offset2 + offset3;
assign tmp2 = offset4 + offset5;
assign tmp3 = offset6 + offset7;
always@(posedge aclk)begin
    length_0 <= offset0;
    length_1 <= tmp0;
    length_2 <= tmp0 + offset2;
    length_3 <= tmp0 + tmp1;
    length_4 <= (tmp0 + tmp1) + offset4;
    length_5 <= (tmp0 + tmp1) + tmp2;
    length_6 <= (tmp0 + tmp1) + (tmp2 + offset6);
    length_7 <= (tmp0 + tmp1) + (tmp2 +tmp3);
end
always@(*)begin
    case(bitmap[1:0])
        2'b00: offset0 <= 10'd0;
        2'b01: offset0 <= 10'd8;
        2'b10: offset0 <= 10'd16;
        2'b11: offset0 <= 10'd32;
    endcase
end
always@(*)begin
    case(bitmap[3:2])
        2'b00: offset1 <= 10'd0;
        2'b01: offset1 <= 10'd8;
        2'b10: offset1 <= 10'd16;
        2'b11: offset1 <= 10'd32;
    endcase
end
always@(*)begin
    case(bitmap[5:4])
        2'b00: offset2 <= 10'd0;
        2'b01: offset2 <= 10'd8;
        2'b10: offset2 <= 10'd16;
        2'b11: offset2 <= 10'd32;
    endcase
end
always@(*)begin
    case(bitmap[7:6])
        2'b00: offset3 <= 10'd0;
        2'b01: offset3 <= 10'd8;
        2'b10: offset3 <= 10'd16;
        2'b11: offset3 <= 10'd32;
    endcase
end
always@(*)begin
    case(bitmap[9:8])
        2'b00: offset4 <= 10'd0;
        2'b01: offset4 <= 10'd8;
        2'b10: offset4 <= 10'd16;
        2'b11: offset4 <= 10'd32;
    endcase
end
always@(*)begin
    case(bitmap[11:10])
        2'b00: offset5 <= 10'd0;
        2'b01: offset5 <= 10'd8;
        2'b10: offset5 <= 10'd16;
        2'b11: offset5 <= 10'd32;
    endcase
end
always@(*)begin
    case(bitmap[13:12])
        2'b00: offset6 <= 10'd0;
        2'b01: offset6 <= 10'd8;
        2'b10: offset6 <= 10'd16;
        2'b11: offset6 <= 10'd32;
    endcase
end
always@(*)begin
    case(bitmap[15:14])
        2'b00: offset7 <= 10'd0;
        2'b01: offset7 <= 10'd8;
        2'b10: offset7 <= 10'd16;
        2'b11: offset7 <= 10'd32;
    endcase
end
endmodule
==> /design/flow/run.sh <==
#!/bin/bash
# OpenROAD 26Q1-2900-gdf79404cd8, Yosys 0.63+post, stock flow scripts
make -C /OpenROAD-flow-scripts/flow DESIGN_CONFIG=/design/flow/config.mk WORK_HOME=/design/flow/orfs finish
==> /design/flow/config.mk <==
export PLATFORM = sky130hd
export DESIGN_NAME = frontend_top
export DESIGN_NICKNAME = frontend_top
export VERILOG_FILES = /design/flow/design.v
export SDC_FILE = /design/flow/constraint.sdc
export NUM_CORES = 4
export LEC_CHECK = 1
export CORE_UTILIZATION = 50
==> /design/flow/constraint.sdc <==
current_design frontend_top

set clk_period 37.2
set clk_io_pct 0.2

create_clock -name clk0 -period $clk_period [get_ports {aclk}]

set non_clock_inputs [all_inputs -no_clocks]
set_input_delay [expr $clk_period * $clk_io_pct] -clock clk0 $non_clock_inputs
set_output_delay [expr $clk_period * $clk_io_pct] -clock clk0 [all_outputs]
==> run notes <==
Implementation results. The run stopped with a tool error. The run ended at 5_1_grt. The tool reported: "[ERROR GRT-0116] Global routing finished with congestion. Check the congestion regions in the DRC Viewer". Total I/O pin count landed at 574. Pre-CTS worst setup slack landed at 24,450 ps. Wire length of the first global-routing pass landed at 2,978,000 um.

For this configuration, the core starts out at a cell density of 50.34%. Largest net degree at the start of global routing landed at 156. The synthesized design contains 1,005 register bits.

In the synthesized netlist the async set-or-reset flop fraction comes to 0%. Synthesis instantiated 98 different standard cells from the library. In this run the deepest clock path goes through 4 buffers.

Per the Yosys statistics, synthesis produced 27,600 cells. Die width landed at 661.3 um. The number of gates resized after CTS was 0. CTS saw 1,005 sinks. The cell area that synthesis handed to floorplanning was 217,400 um^2.

The synthesized design spends more area on one cell type than any other, namely sky130_fd_sc_hd__mux4_2. Counting flops with a built-in enable in the synthesized netlist gives 0. Total of hold buffers inserted after clock tree synthesis landed at 0.

Global routing consumed, over all layers together, 106.3% of the routing resources. The floorplan step set the die height to 661.3 um. The count of buffers added on input and output ports is 532. H-tree depth landed at 4. In this run the clock root is driven by a sky130_fd_sc_hd__clkbuf_16. Synthesis produced 27,600 cells. Portion of synthesized cell area occupied by the leading cell type landed at 30.53%. In the synthesized netlist the dominant register cell turns out to be sky130_fd_sc_hd__dfxtp_1. After floorplanning, the core was divided into 241 placement rows. Overflow left after global routing landed at 39,270. Register share after synthesis landed at 9.256%. Half-perimeter wire length of the detailed placement result landed at 1,655,000 um. The synthesis log from Yosys contains 5 warnings.

Total CTS buffers landed at 144. Once the clock tree was built, the setup fixing pass inserted 0 buffers. Chip area from the yosys synthesis statistics landed at 217,400 um^2. The via count of the first global-routing pass was 303,400. Average cell area after synthesis landed at 7.875 um^2. Per the gpl log, the routability congestion estimate is 1.668. By area the synthesized netlist is led by sky130_fd_sc_hd__mux4_2, sky130_fd_sc_hd__dfxtp_1, sky130_fd_sc_hd__nand2_1.
==> per-stage QoR <==
step           hold slack, ps  util (%)  cell area, um^2  instances  power [mW]
2_1_floorplan           410.2         -           217400      27610       1.541
3_3_place_gp            420.6     54.39           234900      32340       2.107
3_5_place_dp            431.7     54.40           234900      32340       2.110
4_1_cts                 446.8     55.55           239900      32590       3.638
==> metal layers <==
metal,overflow,global-route usage [%]
met1,8633,104.2
met2,18880,118.1
met3,6122,98.91
met4,5157,101.0
met5,478,89.32
==> cell families after synthesis <==
kind of cell | Yosys count | synth area share, %
AND-OR/OR-AND | 8896 | 26.34
AND/OR/NAND/NOR | 8518 | 15.97
multiplexers | 4916 | 40.01
buffers and inverters | 4090 | 7.439
flip-flops | 1005 | 9.256
adder cells (fa/ha/maj) | 105 | 0.6896
XOR/XNOR | 72 | 0.2901
other | 1 | 0.001725
==> synth_stat cells, types with 263 or more instances <==
cell / n
sky130_fd_sc_hd__clkbuf_1: 3025
sky130_fd_sc_hd__o21ai_0: 2272
sky130_fd_sc_hd__a31oi_1: 267
sky130_fd_sc_hd__o221ai_1: 263
sky130_fd_sc_hd__nand3_1: 339
sky130_fd_sc_hd__o211ai_1: 722
sky130_fd_sc_hd__nor2_1: 2841
sky130_fd_sc_hd__dfxtp_1: 1005
sky130_fd_sc_hd__a21oi_1: 2153
sky130_fd_sc_hd__mux4_2: 2947
sky130_fd_sc_hd__nor3_1: 395
sky130_fd_sc_hd__buf_2: 281
sky130_fd_sc_hd__a221oi_1: 322
sky130_fd_sc_hd__mux2i_1: 1292
sky130_fd_sc_hd__mux2_2: 661
sky130_fd_sc_hd__nand2_1: 4257
sky130_fd_sc_hd__buf_1: 510
sky130_fd_sc_hd__a211oi_1: 825
sky130_fd_sc_hd__o22ai_1: 410
No activity file was given, so power comes from the tool's default toggle rates.
