==> flow/design.v <==
module final_concat(
    input [255:0] data_in,
    input [255:0] data_in_f,
    input is_header,
    input need_decomp,
    input is_payload_1,
    output [255:0] final_out
);
assign final_out = (is_header || !need_decomp)? data_in: {data_in[79:0],data_in_f[255:80]};
endmodule
==> flow/run.sh <==
#!/bin/bash
# OpenROAD 26Q1-2900-gdf79404cd8, Yosys 0.63+post, stock flow scripts
make -C /OpenROAD-flow-scripts/flow DESIGN_CONFIG=/design/flow/config.mk WORK_HOME=/design/flow/orfs finish
==> flow/config.mk <==
export PLATFORM = sky130hd
export DESIGN_NAME = final_concat
export DESIGN_NICKNAME = final_concat
export VERILOG_FILES = /design/flow/design.v
export SDC_FILE = /design/flow/constraint.sdc
export NUM_CORES = 4
export LEC_CHECK = 1
export CORE_AREA = 10 10 300 300
export DIE_AREA = 0 0 310 310
==> flow/constraint.sdc <==
current_design final_concat

set clk_period 31.5
set clk_io_pct 0.2

create_clock -name clk0 -period $clk_period

set non_clock_inputs [all_inputs -no_clocks]
set_input_delay [expr $clk_period * $clk_io_pct] -clock clk0 $non_clock_inputs
set_output_delay [expr $clk_period * $clk_io_pct] -clock clk0 [all_outputs]
==> job_summary.md <==
## Synthesis and layout report

| Metric | Value |
|---|---|
| Largest net degree at the start of global routing | `43` |
| First-pass iteration count of the detailed router | `4` |
| Crit Path Max Fanout | `42` |
| PortBufs | `690` |
| Max Freq | `0.0589 GHz` |
| Routed wire length | `54,600 um` |
| Core area | `0.0836 mm^2` |
| Gpl congestion | `0.855` |
| FP Util | `0.0516` |
| PwrDens | `15.7 mW/mm^2` |
| Routed WL per cell | `26.8 um` |
| Post-layout period usage | `0.539` |
| Yosys stat cell total | `286` |
| Die W | `310 um` |
| CTS hold repair buffers | `0` |
| Startpoint types | `primary input` |
| Grt ovf | `0` |
| Crit path DRT | `25.20 ns` |
| Antenna cells | `0` |
| Initial DRC Count | `229` |
| Gr usage total | `0.107` |
| RSZ-0062 raised after global routing | `false` |
| Num ports | `771` |
| Fillers | `9,467` |
| Library cells used by synthesis | `6` |
| Setup_tns | `0 ns` |
| Row count | `106` |
| Most instantiated logic cell after routing | `clkdlybuf4s50_1` |
| Antenna violations before repair | `2` |
| Setup Crit Path Kind | `primary input to primary output` |
| # setup viols final | `0` |
| Commonest non-fill, non-tap cells in the layout | `clkdlybuf4s50_1 (690), mux2_4 (240), mux2_2 (16)` |
| Status | `complete, no violations` |
| HP Class | `primary input to primary output` |
| Headroom to the max-slew limit | `0.471` |
| Met2 Wirelength | `22,700 um` |
| Area reported by Yosys stat | `0.00431 mm^2` |
| Share of post-route cells with drive strength above 1 | `0.277` |
| Average vias per placed instance | `2.60` |
| Final ANT Viol Nets | `0` |
| Max VDD drop | `0.00808 mV` |
| Hold wc startpoint | `data_in_f[181]` |
| Count of clock buffers in the final design | `0` |
| Post_cts resized | `0` |
| Die extent in y | `310 um` |
| Max stage delay on crit path | `0.73 ns` |
| Post-route met1 wirelength | `25,900 um` |
| Post-Syn Instances | `286` |
| Yosys warning tally | `0` |
| # Max-Cap Violations | `0` |
| Mapped cell area | `0.00431 mm^2` |
| Total die size | `0.0961 mm^2` |
| Seq_cells | `0` |
| Syn-to-layout area delta | `181%` |
| Hold_ws | `13.63 ns` |
| Slew Viols, Final | `0` |
| Final Hold Fails | `0` |
| Worst path cell trace | `clkdlybuf4s50_1 -> nor2b_4 -> buf_4 -> buf_4 -> buf_4 -> buf_4 -> mux2_4 -> clkdlybuf4s50_1` |
| Register area | `0 um^2` |
| Setup bufs post-CTS | `0` |
| Count of tool warnings | `113` |
| Crit-path leading delay family | `buffers and inverters` |
| Slew @ Worst Pin | `0.794 ns` |
| Logic area | `0.00380 mm^2` |
| Worst setup EP type | `primary output` |
| Buf+Inv Stages, Crit Path | `6` |
| Cell repeated most along the worst path | `buf_4` |
| Minimum clock period | `16.97 ns` |
| Pleak | `0.00460 uW` |
| Post-synth seq share | `0` |
| Mapped Avg Cell Area | `15.1 um^2` |
| Metal3 WL | `5930 um` |
| Critical Path AT | `10.67 ns` |
| # DRC | `0` |
| Slowest-stage cell, CP | `buf_4` |
| Crit. Startpoint | `need_decomp` |
| Vias | `5,294` |
| Vias in the first global route | `5,840` |
| First-pass GRT wire length | `66,100 um` |
| Highest metal used | `met4` |
| DPL Wire Length | `51,300 um` |
## synth_stat cells
cell type  count  share of area
mux2_4       240           0.84
buf_12        22           0.10
mux2_2        16          0.042
buf_6          6          0.016
buf_2          1         0.0012
nor2b_4        1         0.0032
## cell type report
cell class,instances,share of cell area
Multi-Input combinational cell,257,0.314
Tap cell,1080,0.112
Timing Repair Buffer,697,0.575
## worst paths after layout
check | endpoint | slack, ns | cells after the start
setup / recovery | final_out[214] | 14.53 | 8
hold / removal | final_out[101] | 13.63 | 3
## logic make-up after synthesis
kind of cell	synth area share
buf+inv	0.119
mux	0.878
simple gates	0.00319
## layer usage
| layer | vias up | GRT usage |
|---|---|---|
| met5 | - | 0 |
| met4 | 0 | 0 |
| met3 | 4 | 0.0417 |
| met2 | 424 | 0.158 |
| met1 | 2438 | 0.153 |
| li1 | 2428 | - |
## through the flow
stage / power (uW) / setup slack [ns] / area, um^2 / cells / utilization
2_1_floorplan: 51.7 / 18.07 / 4310 / 286 / -
3_3_place_gp: 195 / 14.57 / 12100 / 2034 / 0.145
3_5_place_dp: 194 / 14.56 / 12100 / 2034 / 0.145
4_1_cts: 195 / 14.55 / 12100 / 2034 / 0.145
5_1_grt: 200 / 14.36 / 12100 / 2034 / 0.145
6_report: 190 / 14.53 / 12100 / 2034 / 0.145
## report_power, final
part	leakage [uW]	internal, uW	switching, uW	total (uW)
logic	0.00460	126	63.6	190
clock network	0	0	0	0
registers	0	0	0	0
Power is estimated from default activity; no workload was simulated.
